`/design/flow/design.v`:
```
package pmp_pkg;
    typedef enum logic[1:0] {
        USER_MODE    = 2'b00,
        RESERVED     = 2'b01,
        SUPER_MODE   = 2'b10,
        MACHINE_MODE = 2'b11
    } pmp_mode_t;
    typedef enum logic[1:0] { 
        OFF   = 2'b00,
        TOR   = 2'b01,
        NA4   = 2'b10,
        NAPOT = 2'b11
    } A_mode_t;
    typedef enum logic [2:0] {
        F3_CSRRW  = 3'b001,
        F3_CSRRS  = 3'b010,
        F3_CSRRC  = 3'b011,
        F3_CSRRWI = 3'b101,
        F3_CSRRSI = 3'b110,
        F3_CSRRCI = 3'b111,
        F3_PRIV   = 3'b000
    } funct3_system_t;
    typedef struct packed {
        logic        lock  ; 
        logic [1:0]  rsv   ;     
        logic [1:0]  a     ;
        logic        x     ;
        logic        w     ;
        logic        r     ;
    } pmp_cfg_t;
endpackage
import pmp_pkg::*; 
module pmp_addr_check #(
    parameter integer unsigned ADDR_WIDTH = 32
) (
    input  logic [ADDR_WIDTH-1:0]    req_addr        ,
    input  logic [1:0]               pmp_cfg_A       ,
    input  logic [ADDR_WIDTH-1:0]    pmp_addr        ,
    input  logic [ADDR_WIDTH-1:0]    pmp_addr_last   ,
    input  logic [ADDR_WIDTH-1:0]    pmp_napot_mask  ,
    output logic                     hit        
);
    logic   TOR_hit  ;
    logic   NA4_hit  ;
    logic   NAPOT_hit;
    assign TOR_hit      = (req_addr >= pmp_addr_last) & (req_addr < pmp_addr);
    assign NA4_hit      = (req_addr == pmp_addr);
    assign NAPOT_hit    = (req_addr & pmp_napot_mask) == (pmp_addr & pmp_napot_mask);
    always_comb begin
        case(pmp_cfg_A)
            OFF     : hit = 1'b0            ;
            TOR     : hit = TOR_hit         ;
            NA4     : hit = NA4_hit         ;
            NAPOT   : hit = NAPOT_hit       ;
            default : hit = 1'b0            ;
        endcase
    end
endmodule
```
`/design/flow/config.mk`:
```
export PLATFORM = sky130hd
export DESIGN_NAME = pmp_addr_check
export DESIGN_NICKNAME = pmp_addr_check
export VERILOG_FILES = /design/flow/design.v
export SDC_FILE = /design/flow/constraint.sdc
export NUM_CORES = 4
export LEC_CHECK = 1
export CORE_UTILIZATION = 40
```
`/design/flow/constraint.sdc`:
```
current_design pmp_addr_check

set clk_period 8.2
set clk_io_pct 0.2

create_clock -name clk0 -period $clk_period

set non_clock_inputs [all_inputs -no_clocks]
set_input_delay [expr $clk_period * $clk_io_pct] -clock clk0 $non_clock_inputs
set_output_delay [expr $clk_period * $clk_io_pct] -clock clk0 [all_outputs]
```
`/design/flow/run.sh`:
```
#!/bin/bash
# OpenROAD 26Q1-2900-gdf79404cd8, Yosys 0.63+post, stock flow scripts
make -C /OpenROAD-flow-scripts/flow DESIGN_CONFIG=/design/flow/config.mk WORK_HOME=/design/flow/orfs finish
```
==> summary.txt <==
fresh numbers from the pnr run: outcome=finished clean, site row count=25, Seq pwr share=0, vias in the first global route=2198, Seq share, synth=0, Synth Warn #=1, crit path kind=primary input to primary output, tool warnings=33, met2 wire length=2.65 mm, post-synthesis cell count=284, fin crit share=0.725, first-pass GRT wire length=9.52 mm, Clock Power Share=0, LEAKAGE=1.71 nW, setup TNS=0 ns, global route total overflow=0, vias=2384, RSZ-0062 raised after global routing=no, Netlist Area Pre-Place=2060 um2, Comb pwr share=1.000, Gate Area=1820 um2, register area=0 um2, DIE HEIGHT=73.8 um, sw frac=0.401, Mean Syn Cell Area=7.27 um2, final hold violations=0, antenna violations before repair=0, crit path DAT=4.31 ns, Horiz. Die Dim=73.8 um, Pre-Repair DR Iteration Count=6, internal power=96.9 uW, dpl hpwl=5.68 mm, Area leader share=0.388, Tmin final=5.95 ns, number of max-cap violations=0, fin. max-slew vios=0, io pins=131, Crit Path Max Fanout=2, FP Util=0.426, CP Launch Type=primary input, All-Layer GR Usage=0.225, DIE AREA=5450 um2, Commonest cells post-synth=inv_1 (66), ha_1 (64), xor2_1 (32), Distinct lib cells used=28, worst min path class=primary input to primary output, Post-CTS Resized=0, Placement Cell Area=3460 um2, # hold bufs at CTS=0, Switch Pwr=65.0 uW, Slew HR=0.669, Cell area leaders=ha_1 (39%), xor2_1 (14%), inv_1 (12%), a21oi_1 (7.5%), nand4_1 (4.8%), initial DRC count=77, Max VDD drop=0.0249 mV, Post CTS Setup Buffer Count=0, clock buf count=0, GPL Wtd Cong=0.905, top-count cell post-synth=inv_1, core region area=4850 um2, Yosys chip area=2060 um2, top sig layer=met4, final WL=6.09 mm, Routed met3 length=400 um, Fmax=168 MHz, registers=0, largest net degree at the start of global routing=5, yosys cell count=284, share of post-route cells with drive strength above 1=0.00482, Synth area leader=ha_1, Antenna diodes=0, M1 wire length=2.99 mm, IO Port Bufs=131, WP data required=6.56 ns, Layout area overhead=67.6%, ANT nets after route=0, DRC Markers=0, Crit. End Element=primary output, Tightest Pin Transition=0.491 ns, Post-Layout Inst Area=3460 um2, PD cells=46.8 nW/um2, Setup-failing EPs final=0, Fillers=406, vias per inst=4.95, WL per Instance=12.6 um
layout make-up:
| type | count | area share |
|---|---|---|
| Inverter | 66 | 0.0716 |
| Multi-Input combinational cell | 218 | 0.525 |
| Tap cell | 67 | 0.0242 |
| Timing Repair Buffer | 131 | 0.379 |
worst paths after layout:
kind                   to  slack (ns)         start  cells past startpoint
worst min-delay path  hit        4.36  pmp_cfg_A[1]                      4
worst max-delay path  hit        2.25   req_addr[0]                     10
critical path: stages:
cell and delay [ns]:
clkdlybuf4s50_1 0.49, inv_1 0.07, ha_1 0.28, nand2b_4 0.14, a2111oi_4 0.33, a2111oi_1 0.09
or4_1 0.52, a211oi_1 0.24, nor4_1 0.07, clkdlybuf4s50_1 0.42
power by group through the flow:
| stage | logic [mW] | clock network [mW] | registers (mW) |
|---|---|---|---|
| CTS | 0.163 | 0 | 0 |
| global route | 0.181 | 0 | 0 |
| finish | 0.162 | 0 | 0 |
logic make-up after synthesis:
logic type	Yosys count	synth area share
buffers and inverters	66	0.120
AND-OR/OR-AND	67	0.210
AND/OR/NAND/NOR	55	0.147
XOR/XNOR	32	0.136
adder cells (fa/ha/maj)	64	0.388
stage by stage:
stage	util	setup slack, ns	std cells	power [mW]	hold WS, ns
2_1_floorplan	-	3.31	284	0.0712	3.42
3_3_place_gp	0.714	2.28	482	0.160	4.34
3_5_place_dp	0.714	2.24	482	0.162	4.35
4_1_cts	0.714	2.24	482	0.163	4.35
5_1_grt	0.714	2.10	482	0.181	4.43
6_report	0.714	2.25	482	0.162	4.36
routing by layer:
| layer | vias to the layer above | global-route usage |
|---|---|---|
| met1 | 1022 | 0.328 |
| li1 | 1274 | - |
| met4 | 0 | 0.0150 |
| met2 | 84 | 0.378 |
| met5 | - | 0 |
| met3 | 4 | 0.0166 |
cells in the final DEF (no fill, tap or decap), types with 7 or more instances in the layout:
cell,Yosys,final
nand2_1,11,11
nand3_1,10,10
a22oi_1,10,10
clkdlybuf4s50_1,0,131
a21oi_1,31,31
o21ai_0,7,7
ha_1,64,64
inv_1,66,66
nand4_1,16,16
xor2_1,32,32
Power figures rest on the tool's default switching activity, not on a simulated workload.
